**./run.sh**
```bash
#!/bin/bash
# OpenROAD 26Q1-2900-gdf79404cd8, Yosys 0.63+post, stock flow scripts
make -C /OpenROAD-flow-scripts/flow DESIGN_CONFIG=/design/flow/config.mk WORK_HOME=/design/flow/orfs finish
```
**./config.mk**
```make
export PLATFORM = sky130hd
export DESIGN_NAME = Axi4LiteSupporter
export DESIGN_NICKNAME = Axi4LiteSupporter
export VERILOG_FILES = /design/flow/design.v
export SDC_FILE = /design/flow/constraint.sdc
export NUM_CORES = 4
export LEC_CHECK = 1
export CORE_AREA = 10 10 116 116
export DIE_AREA = 0 0 126 126
```
**./constraint.sdc**
```tcl
current_design Axi4LiteSupporter

set clk_period 4.1
set clk_io_pct 0.2

create_clock -name clk0 -period $clk_period [get_ports {S_AXI_ACLK}]

set non_clock_inputs [all_inputs -no_clocks]
set_input_delay [expr $clk_period * $clk_io_pct] -clock clk0 $non_clock_inputs
set_output_delay [expr $clk_period * $clk_io_pct] -clock clk0 [all_outputs]
```
**./design.v**
```verilog
module Axi4LiteSupporter #
    (parameter C_S_AXI_ADDR_WIDTH = 6, C_S_AXI_DATA_WIDTH = 32)
    (
        output reg  [C_S_AXI_ADDR_WIDTH-1:0] wrAddr,
        output reg  [C_S_AXI_DATA_WIDTH-1:0] wrData,
        output reg  wr,
        output reg  [C_S_AXI_ADDR_WIDTH-1:0] rdAddr,
        input       [C_S_AXI_DATA_WIDTH-1:0] rdData,
        output reg  rd,
        input       S_AXI_ACLK,
        input       S_AXI_ARESETN,
        input       [C_S_AXI_ADDR_WIDTH-1:0] S_AXI_AWADDR,
        input       S_AXI_AWVALID,
        output reg  S_AXI_AWREADY,
        input       [C_S_AXI_DATA_WIDTH-1:0] S_AXI_WDATA,
        input       [3:0] S_AXI_WSTRB,
        input       S_AXI_WVALID,
        output reg  S_AXI_WREADY,
        output reg  [1:0] S_AXI_BRESP,
        output reg  S_AXI_BVALID,
        input       S_AXI_BREADY,
        input       [C_S_AXI_ADDR_WIDTH-1:0] S_AXI_ARADDR,
        input       S_AXI_ARVALID,
        output reg  S_AXI_ARREADY,
        output reg  [C_S_AXI_DATA_WIDTH-1:0] S_AXI_RDATA,
        output reg  [1:0] S_AXI_RRESP,
        output reg  S_AXI_RVALID,
        input       S_AXI_RREADY
    );
    parameter IDLE = 0, RD1 = 1, WR1 = 2, RD2 =3 ;
    reg [3:0] nextState, currentState ; 
    reg [C_S_AXI_DATA_WIDTH-1:0] rdDataD, rdDataQ;
always @ * begin
    nextState = currentState  ;
    rdDataD = rdDataQ;
    rdAddr = 0;
    wrAddr = 0;
    wrData = 0 ;
    wr = 0 ;  
    rd = 0;
    S_AXI_AWREADY = 0 ;
    S_AXI_WREADY = 0;
    S_AXI_ARREADY = 0;
    S_AXI_BRESP = 0;
    S_AXI_RRESP = 0;
    S_AXI_BVALID = 0;
    S_AXI_RDATA = 0;
    S_AXI_RVALID = 0;
    case (currentState)
        IDLE: begin
            wr = 0;
            rd = 0;
            if ( S_AXI_ARVALID ) begin
                nextState = RD1 ;      
            end
            else if ( S_AXI_AWVALID ) begin
                nextState = WR1 ;
            end  
        end
        RD1: begin
            S_AXI_ARREADY = 1 ;
            S_AXI_RVALID = 1;
            rdAddr = S_AXI_ARADDR ;
            rdDataD = rdData;
            S_AXI_RDATA = rdData;
            rd = 1;
            nextState  = RD2;
        end
        RD2: begin    
            S_AXI_RVALID = 1;    
            S_AXI_RDATA = rdDataQ;
            if (S_AXI_RREADY) begin  
                rd = 0;                              
                nextState = IDLE;
            end
        end
        WR1: begin
            S_AXI_AWREADY = 1;
            wrAddr = S_AXI_AWADDR;
            S_AXI_WREADY = 1 ;
            wrData = S_AXI_WDATA ;
            S_AXI_BVALID = 1 ;
            wr = 1 ;
            if (S_AXI_WVALID) begin                
                nextState = IDLE ;
            end
        end
        default: begin
            nextState = IDLE ;
        end
    endcase
end
always @ ( posedge S_AXI_ACLK ) begin
    if (  !S_AXI_ARESETN ) begin
        currentState <= IDLE ;
        rdDataQ <= 0;
    end else begin
         currentState <= nextState ;
         rdDataQ <= rdDataD ;
    end
end
endmodule
```
==> CHANGELOG.md <==
### Changed

- CTS Buffer Depth: 2
- DR WL/cell: 14.8 um
- Initial DRC count: 24
- Port Buffers: 164
- Cells after Synth: 214
- Pwr/cell area: 252 mW/mm^2
- Cts hold-fix bufs: 0
- Dominant kind of combinational cell: simple AND/OR/NAND/NOR gates
- Chip Area, Yosys: 0.00205 sq mm
- Mean Syn Cell Area: 9.58 sq um
- Postcts setup bufs: 0
- Maximum net fanout on the critical path: 61
- Via Count: 2039
- Slew @ Worst Pin: 0.772 ns
- Max-slew headroom: 48.6%
- Pre-antenna DRT Iters: 3
- H-tree Lvls: 2
- Root buf cell: clkbuf_16
- I/O Pins: 174
- P_leak: 0.00139 uW
- Worst setup path startpoint: currentState[2]$_DFF_P_
- Total die size: 0.0159 sq mm
- Final min period: 2.97 ns
- Min Hold Slack: 0.504 ns
- Global-route wire length before repair: 12000 um
- Routability-driven placement congestion ratio: 0.807
- Initial antenna violation count: 0
- Clock Skews: 0.00597 ns
- Die H: 126 um
- Fin cells: 506
- Fin. max-slew vios: 0
- Worst path required time: 3.28 ns
- AO/OA Area Share: 15.2%
- Setup violators final: 0
- Post-Syn Area: 0.00205 sq mm
- Crit. End Element: output pin
- Worst-Skew Late Latency: 0.28 ns
- Largest net degree at the start of global routing: 62
- HP Start: currentState[0]$_DFF_P_
- Yosys cell count: 214
- Clk sinks: 36
- TNS Setup: 0 ns
- DRC violations left: 0
- Most frequent cells in the layout: 164 x clkdlybuf4s50_1, 44 x and2_1, 35 x dfxtp_1
- Outcome: completed
- Total wire length: 7500 um
- Worst hold path type: reg -> reg
- Drt via density: 4.03
- Fill count: 1121
- Unique cell types: 20
- CTS buffer count: 5
- Total power: 976 uW
- CTS clock-pin slew for the worst setup and hold paths: 0.05 ns
- Final period util: 72.4%
- Vias in the first global route: 2155
- CP arrival: 2.15 ns
- FP Rows: 38
- Yosys reg bits: 36
- Post-synthesis mux area share: 15.6%
- Global Route Usage Sum: 9.04%
- Syn. warnings: 1
- Synthesis-to-layout area growth: 89.1%
- CP Class: reg -> out
- Worst setup SP type: flop
- Xor/xnor share: 0%
- Diode count: 0
- Maximum vdd drop: 0.162 mV
- Basic Gates by Area: 24.8%
- OpenROAD warnings: 30
- RSZ-0062 raised after global routing: no
- Dpl hpwl: 5830 um
- CTS tree: built
- Resize count post-CTS: 0
- MaxCap Viol Count: 0
- Sequential share of the synthesized area: 35.1%
- Core area: 0.0109 sq mm
- Cell count after placement: 498
- Yosys adder share: 0%
- Chip width: 126 um
- Achievable Freq: 337 MHz
- Core Density at Floorplan: 18.8%
- Layout cells sized above 1: 3.55%
- R2r startpoint: currentState[2]$_DFF_P_
- Final hold violations: 0
- Grt total ovfl: 0
- Most frequent logic cell in the layout: clkdlybuf4s50_1
- Routed Antenna Nets: 0
cell families (layout without fill, tap and decap cells):
kind of cell	Yosys count	in the layout
flops	36	36
mux	32	32
simple gates	81	81
buf+inv	28	177
other cells	1	4
compound gates	36	36
power breakdown:
part	internal, uW	switching (uW)
registers	366	20.5
clock network	242	143
logic	154	49.7
total	763	213
final timing paths:
| kind | slack, ns | cells after the start | end |
|---|---|---|---|
| max | 1.13 | 3 | S_AXI_RDATA[28] |
| min reg2reg | 0.50 | 2 | currentState[1]$_DFF_P_ |
| min | 0.50 | 2 | currentState[1]$_DFF_P_ |
| max reg2reg | 2.50 | 3 | rdDataQ[30]$_SDFFE_PN0P_ |
cell usage after synthesis:
cell type | number | area, sq um
a21boi_0 | 1 | 7.51
a22o_1 | 32 | 280
a22oi_1 | 1 | 7.51
and2_1 | 44 | 275
and3_1 | 1 | 6.26
buf_2 | 4 | 20.0
buf_4 | 8 | 60.1
buf_6 | 6 | 67.6
clkbuf_1 | 8 | 30.0
clkbuf_2 | 1 | 5.00
conb_1 | 1 | 3.75
dfxtp_1 | 36 | 721
inv_1 | 1 | 3.75
mux2i_1 | 32 | 320
nand2b_1 | 1 | 6.26
nand3b_1 | 1 | 7.51
nor2b_1 | 33 | 206
o21a_1 | 1 | 7.51
o311ai_0 | 1 | 8.76
or2_2 | 1 | 6.26
routing by layer:
layer | global-route usage (%) | vias to the layer above | routed length, um
met1 | 10.7 | 911 | 3080
met3 | 5.19 | 4 | 963
met4 | 0.603 | 0 | 39
li1 | - | 1024 | -
met2 | 14.6 | 100 | 3420
met5 | 0 | - | 0
registers in the layout (all words and copies together), names as in the netlist:
name	cells
rdDataQ	32
currentState	4
worst max-delay path, stage by stage (launching register included):
cell and delay, ns:
dfxtp_4 0.85, buf_4 0.35, a22o_1 0.17, clkdlybuf4s50_1 0.48
metrics by stage:
step	worst slack, ns	util, %	instance area [sq um]
floorplan	2.28	-	2060
global placement	1.33	34.1	3730
detailed placement	1.32	34.1	3730
CTS	1.09	35.5	3880
global route	0.977	35.5	3880
finish	1.13	35.5	3880
cell type report:
cell class	count	area (sq um)	area share [%]
timing repair buffer	168	1670	43.1
multi-input combinational	153	1150	29.8
sequential	36	724	18.7
tap	140	175	4.52
clock buffer	7	143	3.68
clock inverter	1	6.26	0.161
inverter	1	3.75	0.0968
Power is estimated from default activity; no workload was simulated.
