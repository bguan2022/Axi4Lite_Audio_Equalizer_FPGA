File: flow/config.mk
export PLATFORM = sky130hd
export DESIGN_NAME = ADC_DAC_Controller
export DESIGN_NICKNAME = ADC_DAC_Controller
export VERILOG_FILES = /design/flow/design.v
export SDC_FILE = /design/flow/constraint.sdc
export NUM_CORES = 4
export LEC_CHECK = 1
export CORE_AREA = 10 10 113 113
export DIE_AREA = 0 0 123 123
File: flow/constraint.sdc
current_design ADC_DAC_Controller

set clk_period 1.9
set clk_io_pct 0.2

create_clock -name clk0 -period $clk_period [get_ports {clk}]

set non_clock_inputs [all_inputs -no_clocks]
set_input_delay [expr $clk_period * $clk_io_pct] -clock clk0 $non_clock_inputs
set_output_delay [expr $clk_period * $clk_io_pct] -clock clk0 [all_outputs]
File: flow/design.v
`timescale 1ns / 1ps
module ADC_DAC_Controller
#(parameter C_S_AXI_ADDR_WIDTH = 11, C_S_AXI_DATA_WIDTH = 32, DATA_WIDTH =16)(
    input clk,
    input reset_L,
    output  reg   calc,
    input calcDone,
    output  reg   channel,
    output  reg   [DATA_WIDTH-1:0] rawData,
    input [DATA_WIDTH-1:0] filterData,
    input enabled,
    output          [C_S_AXI_ADDR_WIDTH-1:0] ADC_AXI_AWADDR,
    output          ADC_AXI_AWVALID,
    input           ADC_AXI_AWREADY,
    output          [C_S_AXI_DATA_WIDTH-1:0] ADC_AXI_WDATA,
    output          [3:0] ADC_AXI_WSTRB,
    output          ADC_AXI_WVALID,
    input           ADC_AXI_WREADY,
    input           [1:0] ADC_AXI_BRESP,
    input           ADC_AXI_BVALID,
    output          ADC_AXI_BREADY,
    output          [C_S_AXI_ADDR_WIDTH-1:0] ADC_AXI_ARADDR,
    output          ADC_AXI_ARVALID,
    input           ADC_AXI_ARREADY,
    input           [C_S_AXI_DATA_WIDTH-1:0] ADC_AXI_RDATA,
    input           [1:0] ADC_AXI_RRESP,
    input           ADC_AXI_RVALID,
    output          ADC_AXI_RREADY,
    output          [C_S_AXI_ADDR_WIDTH-1:0] DAC_AXI_AWADDR,
    output          DAC_AXI_AWVALID,
    input           DAC_AXI_AWREADY,
    output          [C_S_AXI_DATA_WIDTH-1:0] DAC_AXI_WDATA,
    output          [3:0] DAC_AXI_WSTRB,
    output          DAC_AXI_WVALID,
    input           DAC_AXI_WREADY,
    input           [1:0] DAC_AXI_BRESP,
    input           DAC_AXI_BVALID,
    output          DAC_AXI_BREADY,
    output          [C_S_AXI_ADDR_WIDTH-1:0] DAC_AXI_ARADDR,
    output          DAC_AXI_ARVALID,
    input           DAC_AXI_ARREADY,
    input           [C_S_AXI_DATA_WIDTH-1:0] DAC_AXI_RDATA,
    input           [1:0] DAC_AXI_RRESP,
    input           DAC_AXI_RVALID,
    output          DAC_AXI_RREADY
);
reg ADC_rd, ADC_wr;
wire ADC_rdDone, ADC_wrDone;
reg [C_S_AXI_ADDR_WIDTH-1:0] ADC_rdAddr, ADC_wrAddr;
reg [C_S_AXI_DATA_WIDTH-1:0]  ADC_wrData;
wire [C_S_AXI_DATA_WIDTH-1:0] ADC_rdData;
reg DAC_rd, DAC_wr;
wire DAC_rdDone, DAC_wrDone;
reg [C_S_AXI_ADDR_WIDTH-1:0] DAC_rdAddr, DAC_wrAddr;
reg [C_S_AXI_DATA_WIDTH-1:0] DAC_wrData;
wire [C_S_AXI_DATA_WIDTH-1:0] DAC_rdData;
Axi4LiteManager #(.C_M_AXI_ADDR_WIDTH(C_S_AXI_ADDR_WIDTH), .C_M_AXI_DATA_WIDTH(C_S_AXI_DATA_WIDTH)) ADC_manager (
    .wrAddr(ADC_wrAddr),                     
    .wrData(ADC_wrData),                     
    .wr(ADC_wr),                             
    .wrDone(ADC_wrDone),                     
    .rdAddr(ADC_rdAddr),                     
    .rdData(ADC_rdData),                     
    .rd(ADC_rd),                             
    .rdDone(ADC_rdDone),                     
    .M_AXI_ACLK(clk),
    .M_AXI_ARESETN(reset_L),       
    .M_AXI_AWADDR(ADC_AXI_AWADDR),         
    .M_AXI_AWVALID(ADC_AXI_AWVALID),       
    .M_AXI_AWREADY(ADC_AXI_AWREADY),       
    .M_AXI_WDATA(ADC_AXI_WDATA),           
    .M_AXI_WSTRB(ADC_AXI_WSTRB),           
    .M_AXI_WVALID(ADC_AXI_WVALID),         
    .M_AXI_WREADY(ADC_AXI_WREADY),         
    .M_AXI_BRESP(ADC_AXI_BRESP),           
    .M_AXI_BVALID(ADC_AXI_BVALID),         
    .M_AXI_BREADY(ADC_AXI_BREADY),         
    .M_AXI_ARADDR(ADC_AXI_ARADDR),         
    .M_AXI_ARVALID(ADC_AXI_ARVALID),       
    .M_AXI_ARREADY(ADC_AXI_ARREADY),       
    .M_AXI_RDATA(ADC_AXI_RDATA),           
    .M_AXI_RRESP(ADC_AXI_RRESP),           
    .M_AXI_RVALID(ADC_AXI_RVALID),         
    .M_AXI_RREADY(ADC_AXI_RREADY)          
);
Axi4LiteManager #(.C_M_AXI_ADDR_WIDTH(C_S_AXI_ADDR_WIDTH), .C_M_AXI_DATA_WIDTH(C_S_AXI_DATA_WIDTH)) DAC_manager (
    .wrAddr(DAC_wrAddr),                     
    .wrData(DAC_wrData),                     
    .wr(DAC_wr),                             
    .wrDone(DAC_wrDone),                     
    .rdAddr(DAC_rdAddr),                     
    .rdData(DAC_rdData),                     
    .rd(DAC_rd),                             
    .rdDone(DAC_rdDone),                     
    .M_AXI_ACLK(clk),
    .M_AXI_ARESETN(reset_L),               
    .M_AXI_AWADDR(DAC_AXI_AWADDR),         
    .M_AXI_AWVALID(DAC_AXI_AWVALID),       
    .M_AXI_AWREADY(DAC_AXI_AWREADY),       
    .M_AXI_WDATA(DAC_AXI_WDATA),           
    .M_AXI_WSTRB(DAC_AXI_WSTRB),           
    .M_AXI_WVALID(DAC_AXI_WVALID),         
    .M_AXI_WREADY(DAC_AXI_WREADY),         
    .M_AXI_BRESP(DAC_AXI_BRESP),           
    .M_AXI_BVALID(DAC_AXI_BVALID),         
    .M_AXI_BREADY(DAC_AXI_BREADY),         
    .M_AXI_ARADDR(DAC_AXI_ARADDR),         
    .M_AXI_ARVALID(DAC_AXI_ARVALID),       
    .M_AXI_ARREADY(DAC_AXI_ARREADY),       
    .M_AXI_RDATA(DAC_AXI_RDATA),           
    .M_AXI_RRESP(DAC_AXI_RRESP),           
    .M_AXI_RVALID(DAC_AXI_RVALID),         
    .M_AXI_RREADY(DAC_AXI_RREADY)          
);
parameter INIT0=0, INIT1=1, INIT2=2, INIT3=3, INIT4=4, READ_ADC=5, WRITE_DAC=6, WAIT1=7, WAIT2=8;
reg[7:0] currentState, nextState;
reg channel_D;
always @ * begin
    ADC_rdAddr = 0;
    DAC_rd = 0;
    DAC_rdAddr = 0;
    nextState = currentState;
    calc = 0;
    ADC_wr = 0;
    ADC_wrAddr = 0;
    ADC_wrData = 0;
    ADC_rd = 0;
    DAC_wr = 0;
    DAC_wrAddr = 0;
    DAC_wrData = 0;
    channel_D = channel;
    rawData = 0;
    case(currentState)
        INIT0: begin
            ADC_wr = 1;
            ADC_wrAddr = 12;  
            ADC_wrData = 16;
            DAC_wr = 1;
            DAC_wrAddr = 12;
            DAC_wrData = 24;
            if(ADC_wrDone & DAC_wrDone) begin
                nextState = INIT1;
            end 
        end
        INIT1: begin
            if(enabled) begin
                ADC_wr = 1;
                ADC_wrAddr = 4; 
                ADC_wrData = 300;
                DAC_wr = 1;
                DAC_wrAddr = 4;
                DAC_wrData = 300;
                if(ADC_wrDone & DAC_wrDone) begin
                    nextState = INIT2;
                end 
            end
        end
        INIT2: begin
            ADC_wr = 1;
            ADC_wrAddr = 0; 
            ADC_wrData[13:0] = 0;
            ADC_wrData[14] = channel;
            ADC_wrData[15] = 1;
            if(ADC_wrDone) begin
                nextState = INIT3;
            end 
        end
        INIT3: begin
            ADC_rd = 1;
            if(ADC_rdData[DATA_WIDTH]) begin
                nextState = INIT4;
            end
        end
        INIT4: begin
            ADC_wr = 1;
            ADC_wrAddr = 8;
            nextState = READ_ADC;
        end
        READ_ADC: begin
            ADC_rd = 1;
            if(ADC_rdData[DATA_WIDTH]) begin
                calc = 1;
                rawData = {~ADC_rdData[DATA_WIDTH-1], ADC_rdData[DATA_WIDTH-2:0]};
                nextState = WAIT1;
            end
        end
        WAIT1: begin
            ADC_wr = 1;
            ADC_wrAddr = 8;
            nextState = WAIT2;
        end
        WAIT2: begin
            if(calcDone) begin
                nextState = WRITE_DAC;
                DAC_wr = 1;
                DAC_wrAddr = 0;
                DAC_wrData[15:0] = {~filterData[15], filterData[14:0]};
                DAC_wrData[23:20] = 4'h3;
                DAC_wrData[19:17] = 0;
                DAC_wrData[16] = channel;
            end
        end
        WRITE_DAC: begin
            nextState = READ_ADC;
            channel_D = ~channel;
            ADC_wr = 1;
            ADC_wrAddr = 0;
            ADC_wrData[13:0] = 0;
            ADC_wrData[14] = ~channel;
            ADC_wrData[15] = 1;
        end
        default:begin
            nextState = INIT0;
        end
    endcase
end
always @(posedge clk) begin
    if(!reset_L) begin
        channel <= 0;
        currentState <= INIT0;
    end
    else begin
        channel <= channel_D;
        currentState <= nextState;
    end
end
endmodule
module Axi4LiteManager #
    (parameter C_M_AXI_ADDR_WIDTH = 6, C_M_AXI_DATA_WIDTH = 32)
    (
        input           [C_M_AXI_ADDR_WIDTH-1:0] wrAddr,
        input           [C_M_AXI_DATA_WIDTH-1:0] wrData,
        input           wr,
        output reg      wrDone,
        input           [C_M_AXI_ADDR_WIDTH-1:0] rdAddr,
        output reg      [C_M_AXI_DATA_WIDTH-1:0] rdData,
        input           rd,
        output reg      rdDone,
        input           M_AXI_ACLK,
        input           M_AXI_ARESETN,
        output reg      [C_M_AXI_ADDR_WIDTH-1:0] M_AXI_AWADDR,
        output reg      M_AXI_AWVALID,
        input           M_AXI_AWREADY,
        output reg      [C_M_AXI_DATA_WIDTH-1:0] M_AXI_WDATA,
        output reg      [3:0] M_AXI_WSTRB,
        output reg      M_AXI_WVALID,
        input           M_AXI_WREADY,
        input           [1:0] M_AXI_BRESP,
        input           M_AXI_BVALID,
        output reg      M_AXI_BREADY,
        output reg      [C_M_AXI_ADDR_WIDTH-1:0] M_AXI_ARADDR,
        output reg      M_AXI_ARVALID,
        input           M_AXI_ARREADY,
        input           [C_M_AXI_DATA_WIDTH-1:0] M_AXI_RDATA,
        input           [1:0] M_AXI_RRESP,
        input           M_AXI_RVALID,
        output reg      M_AXI_RREADY
    );
    parameter IDLE = 0, RD1 = 1, RD2 =2, WR1 = 3 ;
    reg [3:0] nextState, currentState ;  
    reg [C_M_AXI_ADDR_WIDTH-1:0] rdAddrD, rdAddrQ, wrAddrD, wrAddrQ ;
always @ * begin
    nextState = currentState  ;
    rdAddrD = rdAddrQ ;
    wrAddrD = wrAddrQ ;
    rdData = 0 ;
    rdDone = 0 ;
    wrDone = 0 ;
    M_AXI_WSTRB = 15;
    M_AXI_ARVALID = 0;
    M_AXI_BREADY = 0;
    M_AXI_RREADY = 0;
    M_AXI_AWVALID = 0;
    M_AXI_AWADDR = 0 ;
    M_AXI_WVALID = 0;
    case (currentState)
        IDLE: begin
            M_AXI_ARADDR = 0 ;
            M_AXI_WDATA = 0;
            if ( rd ) begin
                rdAddrD = rdAddr ;
                nextState = RD1 ;                
            end              
            else if ( wr ) begin
                wrAddrD = wrAddr ;
                nextState = WR1 ;
            end  
        end    
        RD1: begin
            M_AXI_ARADDR = rdAddrQ;
            M_AXI_ARVALID = 1;
            if(M_AXI_RVALID) begin
                nextState = RD2;            
            end
        end
        RD2: begin
            M_AXI_RREADY = 1;
            rdData = M_AXI_RDATA;
            rdDone = 1 ;
            nextState = IDLE;
            M_AXI_ARADDR = 0 ;
        end          
        WR1: begin
            M_AXI_AWADDR = wrAddrQ;
            M_AXI_AWVALID = 1;
            M_AXI_WVALID = 1;
            M_AXI_BREADY = 1;
            if (wrAddr == 1*4 || wrAddr == 2*4) begin
                M_AXI_WDATA = wrData;
            end
            if(M_AXI_AWREADY) begin
                wrDone = 1;            
                nextState = IDLE;
            end                  
        end
        default: begin
            nextState = IDLE ;
        end
    endcase
end
always @ ( posedge M_AXI_ACLK ) begin
    if (  !M_AXI_ARESETN ) begin
        currentState <= IDLE ;          
        rdAddrQ <= 0 ;
        wrAddrQ <= 0;
    end
    else begin
        currentState <= nextState ;
        rdAddrQ <= rdAddrD ;
        wrAddrQ <= wrAddrD ;
    end
end  
endmodule
File: flow/run.sh
#!/bin/bash
# OpenROAD 26Q1-2900-gdf79404cd8, Yosys 0.63+post, stock flow scripts
make -C /OpenROAD-flow-scripts/flow DESIGN_CONFIG=/design/flow/config.mk WORK_HOME=/design/flow/orfs finish
==> changes_impl.md <==
### Implementation results

- Comb gate area: just over 1000 µm²
- Design Area, Final: between 3000 and 4000 µm²
- Fmax: between 500 and 600 MHz
- Tot Pwr: about 1.0 mW
- Effective utilization at floorplan: about a fifth
- Worst EP required: around 1.5 ns
- RSZ-0062 raised after global routing: true
- P per Cell Area: 335 nW/µm²
- Yosys stat area: around 2200 µm²
- Final Hold Vio Count: 0
- Combinational fraction of design power: between 20% and 30%
- Gp weighted congestion: around 0.74
- Commonest cells in the netlist: 96 x buf_4, 33 x and2_1, 22 x dlxtn_1
- Crit share post-route: slightly below 100%
- Vias in the first global route: 1919
- Dpl cells: 484
- Sw power: between 200 and 250 µW
- Flop pwr share: a little under half
- Hold Slack: around 0.46 ns
- Endpoints left unconstrained: between 40 and 50
- Worst Skew: 0.00652 ns
- Most common reg cell: dlxtn_1
- CTS tree: built
- Chip height: between 100 and 150 µm
- Insertion Delay late pin: 0.26 ns
- Post-detail-place hpwl: between 5000 and 6000 µm
- Switching Fraction: a little under a quarter
- # H-tree levels: 1
- Cell Int Power: roughly 790 µW
- Placeable Area: approximately 10000 µm²
- Port bufs: between 90 and 100
- Status: finished clean
- Fraction of registers with async set/reset: 0%
- Grt ovf: 0
- IO Pins: about 250
- Register pins left without a clock: 22
- Routed wire length: around 6700 µm
- Setup CP Type: reg2out
- Antenna viol nets, final: 0
- DR WL/cell: 13.5 µm
- Layout area overhead: 41.4%
- Top cell area share: between 30% and 40%
- Vias: between 1500 and 2000
- Clock Root Buffer: clkbuf_8
- CP peak stage delay: between 0.4 and 0.5 ns
- Non-filler cells, final: about 500
- Worst vdd ir: 183 µV
- Setup violations, final: 0
- Global-route wire length before repair: around 9600 µm
- Syn Inst Count: approximately 260
- Clock power share: 31.1%
- Setup slack after placement: -0.482 ns
- Synth area leaders: buf_4 33%, dfxtp_1 18%, dlxtn_1 15%
- Mapped Area: roughly 2200 µm²
- Min Tclk post-route: 1.88 ns
- Final worst slack: 0.0169 ns
- ANT cells: 0
- Initial antenna violation count: 0
- Yosys Warn Count: 2
- Die x size: 123 µm
- # fillers: 1077
- Vias per cell: ~3.5
- Leakage power: between 1.5 and 2 nW
- Crit-path cells: and3_2 > and2_1 > clkdlybuf4s50_1
- Slew Viols, Final: 0
- Library cells used by synthesis: 33
- Relative slew slack: about 57%
- Total track usage: 7.77%
- Hold/Removal Path Class: reg2reg
- Clk buf depth: 2
- Max cap viols: 0
- Slew @ Worst Pin: about 0.64 ns
- Starting DRT DRC Count: about 43
- Crit start category: flop
- Number of enable flip-flop cells: 0
- CP endpoint kind: output port
- Largest area contributor in the netlist: buf_4
- Ys flops: ~42
- Die area: ~15000 µm²
- Slowest CP cell: clkdlybuf4s50_1
- Yosys stat cell total: 264
- DP Area: 2920 µm²
- Share of cells above drive strength 1: roughly 8.3%
- CP arrival: about 1.5 ns
- Worst-path clk slew: 0.08 ns
- Worst-path fanout max: 7
- Hold_buf cts: 0
- Register Area: 738 µm²
- OpenROAD warning count: just under 90
- Count leader, synth: buf_4
- Drt pass-1 iters: 4
- Largest net degree at the start of global routing: 14
- CTS buffer count: 3
- Row cnt: 37
- Remaining DRCs: 0
- Synth Area per Inst: just over 8 µm²
## metal layers
| metal | GRT usage, % | vias to the layer above | part of all wire, % |
|---|---|---|---|
| li1 | - | 851 | - |
| met1 | 8.93 | 756 | 40 |
| met2 | 14.6 | 109 | 50 |
| met3 | 2.04 | 2 | 9.3 |
| met4 | 0.728 | 0 | 0.79 |
| met5 | 0 | - | 0 |
## cells by family after synthesis
| logic type | Yosys count | share of synthesized area [%] |
|---|---|---|
| latches | 22 | 15.2 |
| xor+xnor | 1 | 0.404 |
| buf+inv | 111 | 36.0 |
| flops | 20 | 18.4 |
| simple gates | 74 | 19.0 |
| other cells | 2 | 0.346 |
| mux | 5 | 2.31 |
| compound gates | 29 | 8.30 |
## area by class of cell
cell class	count	area share [%]
well taps	136	5.54
flip-flops and latches	42	24.1
inverters	6	0.734
multi-input cells	200	33.2
clock buffers	4	1.79
repair buffers	108	34.7
## critical path: cells and delay by family (launching register included)
kind | cells | cell delay [ns]
flops | 1 | 0.40
buf+inv | 1 | 0.47
simple gates | 2 | 0.37
## layout by cell type (no fill, tap or decap), types with 2 or more instances in the layout
master            n
and2_1           30
a22oi_1           2
nand2_1          14
a21oi_1          12
nand2b_1          2
clkdlybuf4s50_1  85
and3_1            4
inv_1             6
dlymetal6s2s_1    7
and3_4            2
dlxtn_1          22
nor2_1           10
dlygate4sd2_1     2
o21ai_0           5
nor2b_1           4
and2_4            3
a211oi_1          2
buf_4            13
mux2i_1           5
o21a_1            2
dfxtp_4           2
conb_1           88
clkbuf_8          4
dfxtp_1          18
and3_2            2
## power by group through the flow
stage                 sequential, mW  clock (mW)  combinational [mW]
after CTS                      0.490       0.323               0.228
after global routing           0.493       0.348               0.248
final                          0.488       0.320               0.219
## repair_timing
action,in CTS,in global routing
gates cloned,2,1
gates resized,12,9
setup endpoints to repair,17,15
buffers inserted,2,3
pin swaps,2,2
## registers in the layout (all words and copies together), names as in the netlist
signal	count
channel	1
DAC_manager.M_AXI_WDATA	18
ADC_manager.currentState	4
ADC_manager.M_AXI_WDATA	4
currentState	9
DAC_manager.wrAddrQ	2
DAC_manager.currentState	2
ADC_manager.wrAddrQ	2
## final timing paths
kind                                    start                     end  slack (ns)  cells after the start
setup reg to reg  ADC_manager.currentState[3]         currentState[5]        0.55                      4
setup / recovery              currentState[6]             rawData[14]        0.02                      3
hold / removal         ADC_manager.wrAddrQ[2]  ADC_manager.wrAddrQ[2]        0.46                      2
hold reg to reg        ADC_manager.wrAddrQ[2]  ADC_manager.wrAddrQ[2]        0.46                      2
## stage by stage
stage	TNS, ns	utilization (%)
after detailed placement	-6.74	28.2
after global placement	-6.59	28.2
after global routing	-0.272	29.7
after CTS	-0.00279	29.2
final	0	29.7
after floorplan	0	-
No activity file was given, so power comes from the tool's default toggle rates.
